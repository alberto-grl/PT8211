<file path="/design/flow/run.sh">
#!/bin/bash
# OpenROAD 26Q1-2900-gdf79404cd8, Yosys 0.63+post, stock flow scripts
make -C /OpenROAD-flow-scripts/flow DESIGN_CONFIG=/design/flow/config.mk WORK_HOME=/design/flow/orfs finish
</file>
<file path="/design/flow/design.v">
module pt8211_drive(
    input        clk_1p536m, 
    input        rst_n     , 
    input [15:0] idata_right     ,
    input [15:0] idata_left     ,
    output       req       , 
    output       HP_BCK   , 
    output       HP_WS    , 
    output       HP_DIN     
);
reg [4:0] b_cnt;
reg       req_r,req_r1; 
reg [15:0] idata_r; 
reg HP_WS_r,HP_DIN_r;
assign HP_BCK = clk_1p536m;
assign HP_WS  = HP_WS_r   ;
assign HP_DIN = HP_DIN_r  ;
assign req    = req_r     ;
always@(posedge clk_1p536m or negedge rst_n)
begin
if(!rst_n)
    b_cnt    <= 5'd0;
else
    b_cnt <= b_cnt+1'b1;
end
always@(posedge clk_1p536m or negedge rst_n)
begin
if(!rst_n)
    req_r <= 1'b0;
else
    req_r <= (b_cnt == 5'd1) || (b_cnt == 5'd17); 
end
always@(posedge clk_1p536m or negedge rst_n)
begin
if(!rst_n)
    begin
    req_r1  <= 1'b0;
    idata_r <= 16'd0;
    end
else
    begin
    req_r1  <= req_r;
    if (req_r1)
        if (HP_WS)
            idata_r <= idata_left;
        else   
            idata_r <= idata_right;
    else
        idata_r <= idata_r<<1;
    end
end
always@(negedge clk_1p536m or negedge rst_n)
begin
if(!rst_n)
    HP_DIN_r <= 1'b0;
else
    HP_DIN_r <= idata_r[15];
end
always@(posedge clk_1p536m or negedge rst_n)
begin
if(!rst_n)
    HP_WS_r <= 1'b0;
else
    HP_WS_r <= (b_cnt == 5'd3)?1'b0: ((b_cnt == 5'd19)?1'b1:HP_WS_r); 
end
endmodule
</file>
<file path="/design/flow/config.mk">
export PLATFORM = sky130hd
export DESIGN_NAME = pt8211_drive
export DESIGN_NICKNAME = pt8211_drive
export VERILOG_FILES = /design/flow/design.v
export SDC_FILE = /design/flow/constraint.sdc
export NUM_CORES = 4
export LEC_CHECK = 1
export CORE_AREA = 10 10 89 89
export DIE_AREA = 0 0 99 99
</file>
<file path="/design/flow/constraint.sdc">
current_design pt8211_drive

set clk_period 1.8
set clk_io_pct 0.2

create_clock -name clk0 -period $clk_period [get_ports {clk_1p536m}]

set non_clock_inputs [all_inputs -no_clocks]
set_input_delay [expr $clk_period * $clk_io_pct] -clock clk0 $non_clock_inputs
set_output_delay [expr $clk_period * $clk_io_pct] -clock clk0 [all_outputs]
</file>
==> notes.md <==
Physical design

The flow ran to the end, but the final reports show violations. The final reports fail on setup timing. The slowest stage of the critical path belongs to the cell dfrtn_1. The synthesized area divided by synthesized cell count stands at 11.80 um^2. For reference, the final report shows the hold violation count at 0. For the worst min-delay path, the startpoint reported by OpenROAD is req_r. The die is 99 um wide.

STA lists the startpoint of the worst register-to-register path as idata_r[15]. Grouping stages by cell kind, the critical path spends the most delay in flip-flops. Dividing total power by cell area gives a power density of 742.8 mW/mm^2. In this run the number of cells on the critical path is 1. The detail-routed via count per cell stands at 3.601. Counting flops and latches in the post-synthesis netlist gives 25. The number of buffers added for setup after CTS stands at 0. The cell row count stands at 28.

In the floorplan report the effective utilization is 17.92%. The relative contribution of combinational cells to total power stands at 8.4%. The analysis reports a worst IR drop on VDD of 0.3952 mV. The critical path endpoint has a required time of 1.44 ns.

Per the slew report, the remaining headroom to the max-slew limit stands at 79.22%. The max capacitance violation total stands at 0. The hold-critical path depth stands at 0.

The power report lists cell-internal power as 956.7 uW. The clock network is responsible for 43.9% of the overall power. Across all setup checks in the final design, the least slack found is -0.3221 ns. The cell area after synthesis stands at 0.001074 mm^2. The count of cells in the finished layout, fillers not included, comes to 208. The timing report notes that buffer and inverter cells on the critical path total 1.

The register-to-register setup slack stands at 0.42 ns. Walking the worst path, the cells encountered are buf_2. In the hold report, the worst path ends at req_r1. The clock-pin slew of the registers on the worst-case setup and hold paths stands at 0.09 ns. For reference, the top cells by count after synthesis are dfrtp_1 (24), mux2i_1 (16), a21oi_1 (15), nor2_1 (15), inv_1 (3).

The final HPWL from detailed placement stands at 1893 um. Data on the critical path arrives at its endpoint at 1.76 ns. The top cell type by area accounts for 55.94% of the synthesized area. Net switching is 19.52% of the power.

The DRC violation total after the first TritonRoute iteration stands at 34. For this design the static power due to leakage is 0.0006790 uW. The synthesis report gives the async set-or-reset register share as 100.0%.

For this run, the chip area from Yosys synthesis comes to 0.001074 mm^2. The number of vias after detailed routing stands at 749. The layout has 623 filler cells. The number of cells after detailed placement stands at 201. The first global-routing pass estimated 4215 um of wire.

Post-synth the commonest register cell is dfrtp_1. In the log, the iteration count for the first detailed-route pass is 2. For this run, the share of the core covered by cells in the final layout is 26.71%. The via count of the first global-routing pass stands at 864.

The stage-log warning count stands at 29. The cell count in the Yosys report stands at 91. The routed design has 2446 um of wire. The initial antenna violation count was 0. The report shows a maximum critical-path fanout of 1.

For this run, the register share of the synthesized area comes to 58.28%. The post-synth count of flops with an enable pin is 0. The synthesized netlist devotes 2.448% of its cell area to XOR and XNOR gates.

Of the cells placed in the final design, the portion with a size suffix greater than 1 is 9.774%. The number of setup violations in the final report stands at 1. Clock latency on the worst-skew pair, taken at its later pin, is 0.39 ns. Among all cell types in the netlist, the one instantiated most often is dfrtp_1.

Grouping non-sequential cells by family puts the most area in multiplexers. The worst setup path is launched from a register. The total area inside the core boundary comes to 0.005991 mm^2. The total congestion overflow after global routing stands at 0. The clock arrives with 0.02475 ns of skew. According to the hold report, the worst path is of the reg -> reg type. The cell-mix breakdown from Yosys lists the adder-cell area share as 2.331%. The largest total area in the synthesized netlist belongs to dfrtp_1. From bottom edge to top edge, the die measures 99 um. TritonCTS built the clock tree. The fraction of synthesized area in multiplexers stands at 15.97%. Per the synthesis report, the simple-gate share of the synthesized area is 8.159%. The synthesis-to-layout area growth stands at 49.07%. The gate-level netlist out of Yosys references 18 unique cell types. The worst setup path is captured at a primary output. The floorplan step defined a die boundary enclosing 0.009801 mm^2. The boundary pin count stands at 38.

The post-route antenna net violation count stands at 0. As logged by OpenROAD, the buffers inserted on ports number 37. The routed design ends up with an antenna cell count of 0.

The largest net degree at the start of global routing stands at 31. Routability-driven placement finished with a final weighted congestion of 0.7007. The synthesized instance count stands at 91. The power report puts the net switching power at 232.0 uW. In the setup report, the worst path falls into the class reg -> out.

The pre-CTS worst setup slack stands at -0.2951 ns. The final routed DRC violation total stands at 0. Sequential cells burn 47.8% of the power. The per-cell routed wire length stands at 11.76 um. The biggest cell delay along the critical path stands at 0.38 ns. The slew at the pin with the worst max-slew slack stands at 0.3117 ns.

The global-route total usage across every layer stands at 5.153%. The main area contributors are dfrtp_1 (56%), mux2i_1 (15%), a21oi_1 (7.0%). For reference, compound AND-OR and OR-AND cells occupy 6.993% of the area reported after synthesis. The number of warnings issued by yosys stands at 1. The final max-slew violation count stands at 0. Setup repair after global routing could not meet its margin everywhere. In this run the critical register-to-register path is captured at HP_DIN_r. The number of cells on the worst reg-to-reg path stands at 0.
[cells in the final DEF (no fill, tap or decap), drive strengths merged]
master	count
dfrtp	24
ha	2
nor2	15
inv	3
buf	5
mux2	1
clkdlybuf4s50	35
clkinvlp	1
nor3b	2
dlygate4sd2	1
xor2	1
a21oi	15
nor2b	1
mux2i	16
xnor2	2
dfrtn	1
clkbuf	6
nand3	2
[kinds of logic (layout without fill, tap and decap cells)]
| group | count (synthesis) | in the layout |
|---|---|---|
| XOR/XNOR | 3 | 3 |
| AND/OR/NAND/NOR | 20 | 20 |
| buffers and inverters | 9 | 51 |
| flip-flops | 25 | 25 |
| adder cells (fa/ha/maj) | 2 | 2 |
| multiplexers | 17 | 17 |
| AND-OR/OR-AND | 15 | 15 |
[power by group through the flow]
stage / Combinational [uW] / Sequential [uW] / Clock (uW)
after CTS: 103 / 568 / 550
after global routing: 110 / 569 / 593
final: 99.4 / 568 / 521
[metrics by stage]
stage          total power, uW  TNS, ns  hold slack, ns  area (um^2)
2_1_floorplan            618.2        0         0.06441         1074
3_3_place_gp             718.4  -0.2966          0.3648         1516
3_5_place_dp             718.5  -0.2951          0.3771         1516
4_1_cts                   1221  -0.3379          0.4034         1600
5_1_grt                   1272  -0.3634          0.4166         1600
6_report                  1189  -0.3221          0.3930         1600
[area by class of cell]
cell class | instances | area (um^2) | share of cell area (%)
timing repair buffer | 40 | 385.4 | 24.08
multi-input combinational | 57 | 385.4 | 24.08
clock inverter | 1 | 7.507 | 0.4691
sequential | 25 | 625.6 | 39.09
inverter | 3 | 11.26 | 0.7037
clock buffer | 7 | 91.34 | 5.708
tap | 75 | 93.84 | 5.864
[routing by layer]
metal  vias to the layer above  routed length (um)  global-route usage, %
li1                        388                   -                      -
met1                       337                1201                  7.260
met2                        21                1098                  7.615
met3                         3                 131                  1.480
met4                         0                  14                  1.213
met5                         -                   0                      0
[flip-flops by register name, summed over array words and instances (netlist names)]
| register | flops |
|---|---|
| b_cnt | 5 |
| req_r | 1 |
| HP_WS_r | 1 |
| HP_DIN_r | 1 |
| idata_r | 16 |
| req_r1 | 1 |
[worst max path at each step]
stage | slack, ns | endpoint | start
after global routing | -0.36 | HP_DIN | HP_DIN_r
final | -0.32 | HP_DIN | HP_DIN_r
after CTS | -0.34 | HP_DIN | HP_DIN_r
[what timing repair did]
item                       4_1_cts  5_1_grt
hold buffers                     0        0
setup endpoints to repair        2        1
resized                          4        0
No activity file was given, so power comes from the tool's default toggle rates.
