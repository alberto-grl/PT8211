<file path="flow/config.mk">
export PLATFORM = sky130hd
export DESIGN_NAME = rom_save_sin
export DESIGN_NICKNAME = rom_save_sin
export VERILOG_FILES = /design/flow/design.v
export SDC_FILE = /design/flow/constraint.sdc
export NUM_CORES = 4
export LEC_CHECK = 1
export CORE_UTILIZATION = 40
</file>
<file path="flow/constraint.sdc">
current_design rom_save_sin

set clk_period 1.0
set clk_io_pct 0.2

create_clock -name clk0 -period $clk_period [get_ports {clk}]

set non_clock_inputs [all_inputs -no_clocks]
set_input_delay [expr $clk_period * $clk_io_pct] -clock clk0 $non_clock_inputs
set_output_delay [expr $clk_period * $clk_io_pct] -clock clk0 [all_outputs]
</file>
<file path="flow/design.v">
module rom_save_sin(
                    input clk,
                    input rst_n,
                    input [7:0] addr,
                    output reg [15:0] data
                    );
always@(posedge clk or negedge rst_n)
    if(!rst_n)
        data <= 'd0 ;  
    else  begin
      case(addr) 
           8'd0 :data <=    16'd0;
           8'd1 :data <=    16'd804;
           8'd2 :data <=    16'd1607;
           8'd3 :data <=    16'd2410;
           8'd4 :data <=    16'd3211;
           8'd5 :data <=    16'd4011;
           8'd6 :data <=    16'd4807;
           8'd7 :data <=    16'd5601;
           8'd8 :data <=    16'd6392;
           8'd9 :data <=    16'd7179;
           8'd10 :data <=    16'd7961;
           8'd11 :data <=    16'd8739;
           8'd12 :data <=    16'd9511;
           8'd13 :data <=    16'd10278;
           8'd14 :data <=    16'd11039;
           8'd15 :data <=    16'd11792;
           8'd16 :data <=    16'd12539;
           8'd17 :data <=    16'd13278;
           8'd18 :data <=    16'd14009;
           8'd19 :data <=    16'd14732;
           8'd20 :data <=    16'd15446;
           8'd21 :data <=    16'd16151;
           8'd22 :data <=    16'd16845;
           8'd23 :data <=    16'd17530;
           8'd24 :data <=    16'd18204;
           8'd25 :data <=    16'd18867;
           8'd26 :data <=    16'd19519;
           8'd27 :data <=    16'd20159;
           8'd28 :data <=    16'd20787;
           8'd29 :data <=    16'd21402;
           8'd30 :data <=    16'd22005;
           8'd31 :data <=    16'd22594;
           8'd32 :data <=    16'd23170;
           8'd33 :data <=    16'd23731;
           8'd34 :data <=    16'd24279;
           8'd35 :data <=    16'd24811;
           8'd36 :data <=    16'd25329;
           8'd37 :data <=    16'd25832;
           8'd38 :data <=    16'd26319;
           8'd39 :data <=    16'd26790;
           8'd40 :data <=    16'd27245;
           8'd41 :data <=    16'd27683;
           8'd42 :data <=    16'd28105;
           8'd43 :data <=    16'd28510;
           8'd44 :data <=    16'd28898;
           8'd45 :data <=    16'd29268;
           8'd46 :data <=    16'd29621;
           8'd47 :data <=    16'd29956;
           8'd48 :data <=    16'd30273;
           8'd49 :data <=    16'd30571;
           8'd50 :data <=    16'd30852;
           8'd51 :data <=    16'd31113;
           8'd52 :data <=    16'd31356;
           8'd53 :data <=    16'd31580;
           8'd54 :data <=    16'd31785;
           8'd55 :data <=    16'd31971;
           8'd56 :data <=    16'd32137;
           8'd57 :data <=    16'd32285;
           8'd58 :data <=    16'd32412;
           8'd59 :data <=    16'd32521;
           8'd60 :data <=    16'd32609;
           8'd61 :data <=    16'd32678;
           8'd62 :data <=    16'd32728;
           8'd63 :data <=    16'd32757;
           8'd64 :data <=    16'd32767;
           8'd65 :data <=    16'd32757;
           8'd66 :data <=    16'd32728;
           8'd67 :data <=    16'd32678;
           8'd68 :data <=    16'd32609;
           8'd69 :data <=    16'd32521;
           8'd70 :data <=    16'd32412;
           8'd71 :data <=    16'd32285;
           8'd72 :data <=    16'd32137;
           8'd73 :data <=    16'd31971;
           8'd74 :data <=    16'd31785;
           8'd75 :data <=    16'd31580;
           8'd76 :data <=    16'd31356;
           8'd77 :data <=    16'd31113;
           8'd78 :data <=    16'd30852;
           8'd79 :data <=    16'd30571;
           8'd80 :data <=    16'd30273;
           8'd81 :data <=    16'd29956;
           8'd82 :data <=    16'd29621;
           8'd83 :data <=    16'd29268;
           8'd84 :data <=    16'd28898;
           8'd85 :data <=    16'd28510;
           8'd86 :data <=    16'd28105;
           8'd87 :data <=    16'd27683;
           8'd88 :data <=    16'd27245;
           8'd89 :data <=    16'd26790;
           8'd90 :data <=    16'd26319;
           8'd91 :data <=    16'd25832;
           8'd92 :data <=    16'd25329;
           8'd93 :data <=    16'd24811;
           8'd94 :data <=    16'd24279;
           8'd95 :data <=    16'd23731;
           8'd96 :data <=    16'd23170;
           8'd97 :data <=    16'd22594;
           8'd98 :data <=    16'd22005;
           8'd99 :data <=    16'd21402;
           8'd100 :data <=    16'd20787;
           8'd101 :data <=    16'd20159;
           8'd102 :data <=    16'd19519;
           8'd103 :data <=    16'd18867;
           8'd104 :data <=    16'd18204;
           8'd105 :data <=    16'd17530;
           8'd106 :data <=    16'd16845;
           8'd107 :data <=    16'd16151;
           8'd108 :data <=    16'd15446;
           8'd109 :data <=    16'd14732;
           8'd110 :data <=    16'd14009;
           8'd111 :data <=    16'd13278;
           8'd112 :data <=    16'd12539;
           8'd113 :data <=    16'd11792;
           8'd114 :data <=    16'd11039;
           8'd115 :data <=    16'd10278;
           8'd116 :data <=    16'd9511;
           8'd117 :data <=    16'd8739;
           8'd118 :data <=    16'd7961;
           8'd119 :data <=    16'd7179;
           8'd120 :data <=    16'd6392;
           8'd121 :data <=    16'd5601;
           8'd122 :data <=    16'd4807;
           8'd123 :data <=    16'd4011;
           8'd124 :data <=    16'd3211;
           8'd125 :data <=    16'd2410;
           8'd126 :data <=    16'd1607;
           8'd127 :data <=    16'd804;
           8'd128 :data <=    16'd0;
           8'd129 :data <=    16'd64732;
           8'd130 :data <=    16'd63929;
           8'd131 :data <=    16'd63126;
           8'd132 :data <=    16'd62325;
           8'd133 :data <=    16'd61525;
           8'd134 :data <=    16'd60729;
           8'd135 :data <=    16'd59935;
           8'd136 :data <=    16'd59144;
           8'd137 :data <=    16'd58357;
           8'd138 :data <=    16'd57575;
           8'd139 :data <=    16'd56797;
           8'd140 :data <=    16'd56025;
           8'd141 :data <=    16'd55258;
           8'd142 :data <=    16'd54497;
           8'd143 :data <=    16'd53744;
           8'd144 :data <=    16'd52997;
           8'd145 :data <=    16'd52258;
           8'd146 :data <=    16'd51527;
           8'd147 :data <=    16'd50804;
           8'd148 :data <=    16'd50090;
           8'd149 :data <=    16'd49385;
           8'd150 :data <=    16'd48691;
           8'd151 :data <=    16'd48006;
           8'd152 :data <=    16'd47332;
           8'd153 :data <=    16'd46669;
           8'd154 :data <=    16'd46017;
           8'd155 :data <=    16'd45377;
           8'd156 :data <=    16'd44749;
           8'd157 :data <=    16'd44134;
           8'd158 :data <=    16'd43531;
           8'd159 :data <=    16'd42942;
           8'd160 :data <=    16'd42366;
           8'd161 :data <=    16'd41805;
           8'd162 :data <=    16'd41257;
           8'd163 :data <=    16'd40725;
           8'd164 :data <=    16'd40207;
           8'd165 :data <=    16'd39704;
           8'd166 :data <=    16'd39217;
           8'd167 :data <=    16'd38746;
           8'd168 :data <=    16'd38291;
           8'd169 :data <=    16'd37853;
           8'd170 :data <=    16'd37431;
           8'd171 :data <=    16'd37026;
           8'd172 :data <=    16'd36638;
           8'd173 :data <=    16'd36268;
           8'd174 :data <=    16'd35915;
           8'd175 :data <=    16'd35580;
           8'd176 :data <=    16'd35263;
           8'd177 :data <=    16'd34965;
           8'd178 :data <=    16'd34684;
           8'd179 :data <=    16'd34423;
           8'd180 :data <=    16'd34180;
           8'd181 :data <=    16'd33956;
           8'd182 :data <=    16'd33751;
           8'd183 :data <=    16'd33565;
           8'd184 :data <=    16'd33399;
           8'd185 :data <=    16'd33251;
           8'd186 :data <=    16'd33124;
           8'd187 :data <=    16'd33015;
           8'd188 :data <=    16'd32927;
           8'd189 :data <=    16'd32858;
           8'd190 :data <=    16'd32808;
           8'd191 :data <=    16'd32779;
           8'd192 :data <=    16'd32769;
           8'd193 :data <=    16'd32779;
           8'd194 :data <=    16'd32808;
           8'd195 :data <=    16'd32858;
           8'd196 :data <=    16'd32927;
           8'd197 :data <=    16'd33015;
           8'd198 :data <=    16'd33124;
           8'd199 :data <=    16'd33251;
           8'd200 :data <=    16'd33399;
           8'd201 :data <=    16'd33565;
           8'd202 :data <=    16'd33751;
           8'd203 :data <=    16'd33956;
           8'd204 :data <=    16'd34180;
           8'd205 :data <=    16'd34423;
           8'd206 :data <=    16'd34684;
           8'd207 :data <=    16'd34965;
           8'd208 :data <=    16'd35263;
           8'd209 :data <=    16'd35580;
           8'd210 :data <=    16'd35915;
           8'd211 :data <=    16'd36268;
           8'd212 :data <=    16'd36638;
           8'd213 :data <=    16'd37026;
           8'd214 :data <=    16'd37431;
           8'd215 :data <=    16'd37853;
           8'd216 :data <=    16'd38291;
           8'd217 :data <=    16'd38746;
           8'd218 :data <=    16'd39217;
           8'd219 :data <=    16'd39704;
           8'd220 :data <=    16'd40207;
           8'd221 :data <=    16'd40725;
           8'd222 :data <=    16'd41257;
           8'd223 :data <=    16'd41805;
           8'd224 :data <=    16'd42366;
           8'd225 :data <=    16'd42942;
           8'd226 :data <=    16'd43531;
           8'd227 :data <=    16'd44134;
           8'd228 :data <=    16'd44749;
           8'd229 :data <=    16'd45377;
           8'd230 :data <=    16'd46017;
           8'd231 :data <=    16'd46669;
           8'd232 :data <=    16'd47332;
           8'd233 :data <=    16'd48006;
           8'd234 :data <=    16'd48691;
           8'd235 :data <=    16'd49385;
           8'd236 :data <=    16'd50090;
           8'd237 :data <=    16'd50804;
           8'd238 :data <=    16'd51527;
           8'd239 :data <=    16'd52258;
           8'd240 :data <=    16'd52997;
           8'd241 :data <=    16'd53744;
           8'd242 :data <=    16'd54497;
           8'd243 :data <=    16'd55258;
           8'd244 :data <=    16'd56025;
           8'd245 :data <=    16'd56797;
           8'd246 :data <=    16'd57575;
           8'd247 :data <=    16'd58357;
           8'd248 :data <=    16'd59144;
           8'd249 :data <=    16'd59935;
           8'd250 :data <=    16'd60729;
           8'd251 :data <=    16'd61525;
           8'd252 :data <=    16'd62325;
           8'd253 :data <=    16'd63126;
           8'd254 :data <=    16'd63929;
           8'd255 :data <=    16'd64732;
           default:   data <= 16'd0;
      endcase
 end    
endmodule  
</file>
<file path="flow/run.sh">
#!/bin/bash
# OpenROAD 26Q1-2900-gdf79404cd8, Yosys 0.63+post, stock flow scripts
make -C /OpenROAD-flow-scripts/flow DESIGN_CONFIG=/design/flow/config.mk WORK_HOME=/design/flow/orfs finish
</file>
==> reports/qor.yml <==
status: "finished with violations"
violations: "negative setup slack"
area_leaders: "o21ai_0 (8.0%), dfrtp_1 (7.7%), a21oi_1 (6.3%)"
wirelength_um: 36200
p_int_mw: 3.40
cts-root-buf: "clkbuf_16"
p_per_area_nw_per_um2: 733
start_kind: "input pin"
cts.sinks: 16
antennaDiodeCount: 0
worst_slew_pin_slew_ns: 0.550
final_cells: 1240
final.setup.worst_slack_ns: -0.947
hold_slack_ns: 0.269
cts_made_buffers: 3
openroad.warnings: 46
max_freq_mhz: 514
final-setup-viol-count: 20
antenna_found_initial: 2
post_drt_wl_per_cell_um: 29.2
tns_ns: -12.48
largest_registers: "data: 16 flops"
first_global_vias: 8284
place_area_sq_um: 7630
firstDrtPassIters: 12
drcViolationCount: 0
gp_congestion: 1.20
post_drt_via_cell_ratio: 7.21
ant_nets: 0
synth_warnings: 1
syn_area_sq_um: 5220
h-tree-depth: 1
maxCapViolations: 0
ios: 26
largest_reg_flops: 16
p_leak_nw: 3.55
final-max-slew-violation-count: 0
drt_first_iter_violations: 1637
stdcell_area_sq_um: 8890
pwr-share-clk: 0.153
synth-seq-cells: 16
fin_crit_sh: 1.95
fin_crit_ns: 1.95
worst-setup-path-type: "in -> reg"
grt_max_degree: 44
postSynthSeqShare: 0.0767
cts_tree: "yes"
largest_area_cell: "o21ai_0"
die_h_um: 116
hold_viol: 0
ff_type: "dfrtp_1"
power_frac_seq: 0.120
path_clk_slew_ns: 0.08
rsz0062_at_grt: "yes"
hpwl_um: 27100
yosysCellCount: 813
io_buffers: 25
edf_count: 0
routed-via-count: 8936
clock_path_buffers: 2
switchingPower_mw: 3.11
swShare: 0.478
yosys_area_sq_um: 5220
die_area_sq_um: 13500
row_count: 41
synthCells: 813
relSlewSlack: 0.632
critPathArrivalTime_ns: 2.09
avgSynthCellArea_sq_um: 6.42
largest-register: "data"
synth_cell_types: 83
die-width_um: 116
crit_fanout: 8
startpoint: "addr[1]"
pwr-share-comb: 0.727
hp-class: "in -> async"
crit_required_ns: 1.14
grtUsageTotal: 0.550
initCoreUtil: 0.412
ys_async_sr_fraction: 1.00
postCtsHoldBufs: 0
dpl.cell_count: 1221
core_area_sq_um: 12700
crit_path_end_kind: "register"
top_area_frac: 0.0796
irDropWorstVdd_mv: 0.536
drive_gt1_frac: 0.475
endpoint: "data[3]$_DFF_PN0_"
grt-ovfl-total: 0
area_delta_synth_final_pct: 70.4
grt_pass1_wl_um: 52500
-- cell type report --
type / count / area (sq um)
repair buffers: 345 / 2900
well taps: 172 / 215
multi-input cells: 691 / 5220
clock buffers: 4 / 88.8
inverters: 12 / 58.8
flip-flops and latches: 16 / 400
fillers: 993 / 3780
-- cell usage after synthesis (10+ instances only) --
master / instances
a311oi_1: 19
nand2b_1: 30
nor2_1: 69
o311ai_0: 14
o21ai_0: 83
dfrtp_1: 16
nand2_1: 79
nor2b_1: 18
buf_6: 10
buf_4: 10
nor3_1: 46
a21oi_1: 66
ha_1: 23
nand3_1: 26
a211oi_1: 19
clkbuf_1: 29
a31oi_1: 24
o211ai_1: 20
buf_2: 39
-- cell usage in the layout (no fill, tap or decap), types with 7 or more instances in the layout --
cell type / count
a211oi_1: 10
a211oi_2: 8
a21oi_1: 48
a21oi_2: 17
a311oi_1: 9
a311oi_2: 8
a31oi_1: 21
buf_12: 15
buf_2: 10
buf_4: 274
buf_6: 30
dfrtp_1: 16
ha_4: 14
nand2_1: 76
nand2b_1: 21
nand2b_4: 7
nand3_1: 26
nand4_1: 8
nor2_1: 61
nor2_4: 7
nor2b_1: 8
nor3_1: 26
nor3_2: 17
o211ai_1: 20
o21ai_0: 63
o21ai_1: 18
o22ai_1: 8
o311ai_0: 8
o311ai_1: 8
o31ai_1: 8
-- worst min path at each step --
stage                 start           endpoint  slack, ns  depth (start not counted)
after CTS             rst_n  data[6]$_DFF_PN0_       0.28                          2
after global routing  rst_n  data[6]$_DFF_PN0_       0.29                          2
final                 rst_n  data[6]$_DFF_PN0_       0.27                          2
-- cell families (layout without fill, tap and decap cells) --
family | count (synthesis) | in the layout | synth area share
mux | 5 | 5 | 0.0101
flops | 16 | 16 | 0.0767
compound gates | 340 | 340 | 0.438
buf+inv | 106 | 361 | 0.112
fa+ha+maj | 23 | 23 | 0.0552
simple gates | 323 | 323 | 0.308
-- layer usage --
metal | up-vias | share of wire | GRT usage
li1 | 3638 | - | -
met1 | 4030 | 0.35 | 0.699
met2 | 982 | 0.38 | 0.758
met3 | 282 | 0.17 | 0.245
met4 | 4 | 0.095 | 0.343
met5 | - | 0.00064 | 0
-- power groups by stage --
stage / sequential [mW] / clock (mW) / combinational (mW)
6_report: 0.782 / 1.00 / 4.74
5_1_grt: 0.787 / 1.01 / 4.86
4_1_cts: 0.776 / 0.973 / 4.33
-- critical path, cell delays in order --
cell        delay [ns]
buf_8             0.09
clkinvlp_4        0.12
ha_4              0.39
buf_12            0.13
nand2_2           0.14
a311oi_2          0.42
a31oi_2           0.14
nor4_1            0.20
and4bb_1          0.25
-- through the flow --
stage / setup WS [ns] / total power [mW] / utilization
after floorplan: -1.01 / 2.62 / -
after global placement: -2.24 / 4.70 / 0.602
after global routing: -0.937 / 6.65 / 0.702
after CTS: -0.845 / 6.08 / 0.681
final: -0.947 / 6.52 / 0.702
after detailed placement: -2.23 / 4.67 / 0.602
-- timing repair --
| item | in CTS | in global routing |
|---|---|---|
| gates resized | 236 | 71 |
| pin swaps | 57 | 28 |
| gates cloned | 0 | 0 |
| buffers inserted | 19 | 2 |
| endpoints found under the setup margin | 32 | 26 |
| endpoints found under the hold margin | 0 | 0 |
No activity file was given, so power comes from the tool's default toggle rates.
